File: design/flow/design.v
`timescale 1ns/1ps
module uart_tx (
    input wire clk,
    input wire rst,
    input wire tx_start,
    input wire [7:0] tx_data,
    output reg tx,
    output reg tx_busy
);
    parameter CLK_FREQ = 50000000;
    parameter BAUD_RATE = 9600;
    localparam BAUD_DIV = CLK_FREQ / BAUD_RATE;
    localparam IDLE = 0, START = 1, DATA = 2, STOP = 3;
    reg [31:0] baud_cnt;
    reg [3:0] bit_cnt;
    reg [7:0] shift_reg;
    reg [1:0] state;
    always @(posedge clk or posedge rst) begin
        if(rst) begin
            tx <= 1'b1;
            tx_busy <= 1'b0;
            state <= IDLE;
            baud_cnt <= 0;
            bit_cnt <= 0;
        end else begin
            case (state)
                IDLE: begin
                    tx <= 1'b1;
                    tx_busy <= 1'b0;
                    if (tx_start) begin
                        tx_busy <= 1'b1;
                        state <= START;
                        shift_reg <= tx_data;
                        baud_cnt <= 0;
                    end
                end
                START: begin
                    if (baud_cnt < BAUD_DIV) begin
                        baud_cnt <= baud_cnt +1;
                    end else begin
                        baud_cnt <= 0;
                        tx <= 1'b0;
                        state <= DATA;
                        bit_cnt <= 0;
                    end
                end
                DATA: begin
                    if(baud_cnt < BAUD_DIV) begin
                        baud_cnt <= baud_cnt + 1;
                    end else begin
                        baud_cnt <= 0;
                        tx <= shift_reg[0];
                        shift_reg <= shift_reg >> 1;
                        if(bit_cnt < 7) begin
                            bit_cnt <= bit_cnt + 1;
                        end else begin
                            state <= STOP;
                        end
                    end
                end
                STOP: begin
                    if(baud_cnt < BAUD_DIV) begin
                        baud_cnt <= baud_cnt + 1;
                    end else begin
                        baud_cnt <= 0;
                        tx <= 1'b1;
                        state <= IDLE;
                    end
                end
        endcase
    end
    end
endmodule
File: design/flow/run.sh
#!/bin/bash
# OpenROAD 26Q1-2900-gdf79404cd8, Yosys 0.63+post, stock flow scripts
make -C /OpenROAD-flow-scripts/flow DESIGN_CONFIG=/design/flow/config.mk WORK_HOME=/design/flow/orfs finish
File: design/flow/config.mk
export PLATFORM = sky130hd
export DESIGN_NAME = uart_tx
export DESIGN_NICKNAME = uart_tx
export VERILOG_FILES = /design/flow/design.v
export SDC_FILE = /design/flow/constraint.sdc
export NUM_CORES = 4
export LEC_CHECK = 1
export CORE_UTILIZATION = 40
File: design/flow/constraint.sdc
current_design uart_tx

set clk_period 3.8
set clk_io_pct 0.2

create_clock -name clk0 -period $clk_period [get_ports {clk}]

set non_clock_inputs [all_inputs -no_clocks]
set_input_delay [expr $clk_period * $clk_io_pct] -clock clk0 $non_clock_inputs
set_output_delay [expr $clk_period * $clk_io_pct] -clock clk0 [all_outputs]
==> run notes <==
Implementation progress

The flow ran to the end, and the final reports show no timing, DRC or antenna violations. Summed over all nets, the switching power comes to 428 uW. The most common cell in the synthesized netlist is nor2_1. The number of DRC violations after detailed routing stands at 0.

The number of cells after detailed placement stands at 315. The area of the chip stands at 6200 um2. For this design the static power due to leakage is around 1.1 nW. The average instance in the mapped netlist occupies 10.0 um2.

The signal on the critical path passes through or4_1 -> nand3_1 -> or3_1 -> or4_1 -> nand3_1. The clock transition time at the flip-flop clock pins of the worst setup and hold paths stands at 90 ps. Compared with the post-synthesis result, the final layout area differs by 12.4%. The highest clock rate stands at 409 MHz. The maximum fanout encountered on the critical timing path stands at 24. The number of I/O pins stands at 13.

The gate-level netlist out of Yosys references 37 unique cell types. At the pin with the least slew margin, the transition time is 804 ps. Per the synthesis report, the adder-cell share of the synthesized area is 0.0106. The number of filler instances in the final layout stands at 526. The violation tally recorded at the end of detailed-routing iteration 0 is 95. The synthesized design contains 8 enable-type register cells. The worst setup path is launched from a flip-flop. Of the cells placed in the final design, the portion with a size suffix greater than 1 is 0.0996. The worst path buffer plus inverter count stands at 0. The combinational power share stands at 0.242. The share of total power in sequential cells stands at 0.535. The clock group share of total power stands at 0.223. STA reports the tightest min-delay check as being of type flip-flop to flip-flop. The global-route wire length before repair stands at 7620 um. The proportion of synthesized flip-flops having asynchronous set or reset stands at 0.840. Setup repair after global routing left no endpoint under its margin. Per the synthesis report, the simple-gate share of the synthesized area is 0.238. After routing, the total negative slack on setup checks comes to 0 ps. The clock insertion delay at the later pin of the skew report stands at 300 ps.

Of the total synthesized cell area, the portion taken by AND-OR and OR-AND cells is 0.100. The setup clock skew after layout stands at 11.0 ps. The final antenna diode tally reported by the flow is 0.

The peak ir drop on the vdd network stands at 244 uV. For this run, the slowest stage of the critical path takes 870 ps. The post-cts gate resize count stands at 0.

No sink is reached through more buffers than the 2 on the longest clock path. For this block, the via count after detailed routing is 1749. Of the combinational cells, the family taking the most area is simple AND/OR/NAND/NOR gates. The cell-internal power stands at roughly 900 uW. The buffer_ports step reported a buffer count of 12. The iteration count of the initial detailed-routing pass stands at 4. In the synthesized netlist, the cells that appear most often are nor2_1 (43), dfrtp_1 (40), nand2_1 (17). The switching share of power stands at 0.321.

In the synthesis report, Yosys lists the chip area as 2360 um2. The hold slack stands at 526 ps. Per STA, the worst path accumulates the most delay in the family simple AND/OR/NAND/NOR gates. The final weighted congestion in routability-driven placement stands at 0.773. The logic area stands at about 1000 um2.

In this run the post-CTS setup repair buffer count came out at 0. In the floorplan report the effective utilization is 0.420. Power comes to 1.34 mW.

The total cells reported by yosys after synthesis stands at 235. Looking at the critical path, the single cell with the biggest stage delay is dfrtp_1. Per the run summary, max-cap violations total 0. The core region is 5610 um2.

The average wire per standard cell stands at 13.5 um. Headroom to the max-slew limit came out at 0.464. The number of warnings the tools reported stands at 25. Once detailed placement completed, the half-perimeter wirelength came to 2950 um. The number of global-route vias before repair is roughly 1600.

The filler-free cell count of the finished design stands at 323. Of the available clock period, the critical path in the final layout requires 0.643. For reference, the top cells by area after synthesis are dfrtp_1 (42%), edfxtp_1 (10%), nor2_1 (6.8%).

Measured on the finished design, the core utilization comes to 0.472. The number of flip-flops in the largest register stands at 32. The cell count after synthesis stands at ~240. The number of clock sinks stands at 50.

CTS built an H-tree with a depth of 2. The number of antenna violations at the first check in global routing stands at 0. Max-slew check failures listed in the final report amount to 0. For this block, the routed nets add up to about 4400 um of wire.

The die is between 70 and 80 um tall. Clock tree synthesis inserted a total of 5 buffers. The data required time at the worst endpoint stands at 4040 ps. The count of hold-fix buffers inserted at cts stands at 0.

The fraction of the yosys area taken by sequential cells stands at 0.549. Across the whole layout, storage elements account for 1290 um2. The setup path with the least slack is of type flip-flop to flip-flop.

The global routing report lists combined usage of all routing layers as 0.158. According to the timing report, the arrival time at the worst endpoint equals 2690 ps. The number of failing setup endpoints in the final timing report stands at 0.

Before any placement, the netlist area is recorded as 2360 um2. Of all cell types, the one taking the most synthesized area is dfrtp_1. The number of hold violations in the final report stands at 0. Of the post-synthesis cell area, the dominant cell type holds 0.425. The count of nets left with antenna violations after detail routing stands at 0.

STA classifies the critical path endpoint as a flip-flop. The via-per-instance ratio stands at ~5.4. Dividing total power by cell area gives a power density of 505 nW/um2. The global route stage reports its total congestion overflow as 0. The minimum clock period after layout stands at 2440 ps.

Entering global routing, the biggest net connects 30 pins. TritonCTS built the clock tree. The fraction of synthesized area in multiplexers stands at 0.0334.

The report lists the number of standard-cell rows as 27. The cell-mix breakdown from Yosys lists the XOR/XNOR area share as 0.0372. Per the synth stats, the flop cell with the highest instance count is dfrtp_1. CTS placed an instance of clkbuf_8 at the clock tree root. Synthesis inferred 50 register bits.

For this run, the number of Yosys warnings is 1. The die boundary width stands at 78.8 um.
layer usage:
layer / vias to the layer above / track usage / share of wire
met5: - / 0 / 0
met4: 0 / 0.0185 / 0.0096
met3: 5 / 0.0210 / 0.024
met2: 20 / 0.252 / 0.46
met1: 855 / 0.248 / 0.51
li1: 869 / - / -
placed cells by master (no fill, tap or decap), types with 5 or more instances in the layout:
cell and n:
nand2_1 17, and3_1 6, clkdlybuf4s50_1 12, a21oi_1 9
xnor2_1 9, nor3_1 13, nand3_1 7, nor2_1 43
nand4_1 7, dfrtp_1 40, o21ai_0 7, mux2_2 7
edfxtp_1 8, a31oi_1 10, inv_1 9, clkbuf_8 5
cell type report:
class                   instances  share of cell area
flip-flops and latches         50               0.488
multi-input cells             168               0.377
repair buffers                 16              0.0567
well taps                      72              0.0340
clock buffers                   6              0.0274
inverters                       9              0.0128
clock inverters                 2             0.00331
worst reg2reg max path, cell delays in order, from the launching register on:
cell and delay [ps]:
dfrtp_1 870, or4_1 330, nand3_1 300, or3_1 420, or4_1 400, nand3_1 90
metrics by stage:
stage	setup WS, ps	instance area (um2)
finish	1360	2650
global route	1210	2650
CTS	1360	2650
detailed placement	1060	2570
global placement	1090	2570
floorplan	708	2360
path summary, 6_finish.rpt:
kind | startpoint | to | slack (ps) | depth (start not counted)
setup / recovery | state[1] | baud_cnt[11] | 1360 | 5
hold / removal | tx_busy | tx_busy | 530 | 2
setup reg to reg | state[1] | baud_cnt[11] | 1360 | 5
hold reg to reg | tx_busy | tx_busy | 530 | 2
max in group asynchronous | rst | tx | 2140 | 3
min in group asynchronous | rst | tx_busy | 850 | 2
logic make-up (layout without fill, tap and decap cells):
family                   count (synthesis)  in the layout
adder cells (fa/ha/maj)                  2              2
multiplexers                             7              7
AND/OR/NAND/NOR                        111            111
flip-flops                              50             50
AND-OR/OR-AND                           38             38
buffers and inverters                   17             33
XOR/XNOR                                10             10
power by group through the flow:
stage	registers [mW]	clock network (mW)	logic (mW)
CTS	0.715	0.309	0.331
global route	0.728	0.330	0.370
finish	0.715	0.298	0.324
Power is estimated from default activity; no workload was simulated.
