==> flow/design.v <==
module led_blink(
    input clk,
    output reg led
);
    reg [31:0] count;
    always @(posedge clk) begin
        if (count == 9999999) begin
            count <= 0;
            led <= ~led;
        end else begin
            count <= count + 1;
        end
    end
endmodule
==> flow/run.sh <==
#!/bin/bash
# OpenROAD 26Q1-2900-gdf79404cd8, Yosys 0.63+post, stock flow scripts
make -C /OpenROAD-flow-scripts/flow DESIGN_CONFIG=/design/flow/config.mk WORK_HOME=/design/flow/orfs finish
==> flow/config.mk <==
export PLATFORM = sky130hd
export DESIGN_NAME = led_blink
export DESIGN_NICKNAME = led_blink
export VERILOG_FILES = /design/flow/design.v
export SDC_FILE = /design/flow/constraint.sdc
export NUM_CORES = 4
export LEC_CHECK = 1
export CORE_AREA = 10 10 96 96
export DIE_AREA = 0 0 106 106
==> flow/constraint.sdc <==
current_design led_blink

set clk_period 7.2
set clk_io_pct 0.2

create_clock -name clk0 -period $clk_period [get_ports {clk}]

set non_clock_inputs [all_inputs -no_clocks]
set_input_delay [expr $clk_period * $clk_io_pct] -clock clk0 $non_clock_inputs
set_output_delay [expr $clk_period * $clk_io_pct] -clock clk0 [all_outputs]
==> impl_metrics.ini <==
; physical design summary
[hold_path]
min-delay-start = count[0]
hp-class = flip-flop to flip-flop
hold_end = count[0]
hold-path-cell-count = 1

[yosys]
ys_warn_count = 1
yosysCellCount = 153
synth.top_cell.area_share_pct = 43.8
yosys.area.top_type = dfxtp_1
ys_ff = 33
synthTopCellsByArea = dfxtp_1 (44%), xnor2_1 (13%), nand3_1 (7.2%)
syn_area_sq_mm = 0.00146
synth-area-yosys_sq_mm = 0.00146
ys_seq_share_pct = 45.9
syn_inst = 153
synth_cell_types = 32
avgSynthCellArea_sq_um = 9.55

[clock_network]
cts_buffer_depth = 2
cts_hold_buf = 0
cts_tree = built
clk_pin_slew_ps = 70
cts-root-buf = clkbuf_8
cts-buffers-inserted = 5
h-tree-depth = 2
clock_sinks = 33
insertion_delay_ps = 280
post_cts_resized = 0
postCtsSetupRepairBufs = 0

[cells_and_area]
combGateArea_sq_um = 772
syn2layout_area_growth_pct = 15.3
instances_no_fill = 258
lay_top_count = dfxtp_1
regArea_sq_um = 671
design_area_sq_mm = 0.00169
drive_above_1_share_pct = 10.7
fillerInstances = 797
final_util_pct = 23.4
final_cell_mix = dfxtp_1 (32), xnor2_1 (22), nand3_1 (21)

[placed_design]
dp.cells = 250
pre_cts_slack_ps = 4960
dp_hpwl_microns = 1780
placed_cell_area_sq_mm = 0.00158
io_buffers = 1
gp_congestion = 0.801

[route]
finalWirelength_microns = 2630
drt_pass1_iterations = 4
diodes = 0
viasPerCell = 4.35
routedWlPerCell_microns = 10.2
route.detailed.drc = 0
drt-initial-drc-count = 77
ant_nets = 0
vias = 1123

[job]
warning_count = 25
maxCapViolCount = 0

[power]
p_sw_share_pct = 19.1
seqPwrFrac_pct = 55.0
p_sw_mw = 0.0638
p_clk_share_pct = 45.0
power.leakage_nw = 0.530
p_per_area_mw_per_mm2 = 198
ir_drop_mv = 0.171
comb_power_share_pct = 0
intPower_mw = 0.270
totalPowerFinal_mw = 0.333

[final_timing]
finalClockPeriodUsage_pct = 35.2
hold_violations = 0
fin_ws_ps = 4670
slew_violations = 0
fin_crit_ps = 2530
fmax_ghz = 0.395
finClkSkew_ps = 9.02
worstMarginPinSlew_ps = 912
finalSetupViolations = 0
setup_tns_ps = 0
slew_headroom_pct = 39.0
rsz0062_at_grt = no
hold_slack_ps = 439

[critical_path]
crit_path_max_fanout = 2
critPathSlowestCell = clkdlybuf4s50_1
cp.required_ps = 5760
cp-end-kind = output port
cp.arrival_ps = 1090
path_delay_family = buffers and inverters
rr_worst_depth = 5
slowest_delay_ps = 460
ff2ff_setup_slack_ps = 4910
path_class = flip-flop to output port
worstReg2RegStart = count[0]
start_kind = flip-flop
timing.rr.end = count[20]
critPathBufInv = 1
worstPathCellList = clkdlybuf4s50_1

[global_routing]
grt.total_usage_pct = 4.73
grt-ovfl-total = 0
grt_max_degree = 15
grt_pass1_vias = 1032
antenna_found_initial = 0
grt_pass1_wl_microns = 4620

[floorplanning]
dieHeight_microns = 106
fp.coreArea_sq_mm = 0.00721
die_w_microns = 106
fp-utilization_pct = 20.3
dieArea_sq_mm = 0.0112
rows = 31
top_level_ports = 2

[run_status]
status = finished clean
==> layout make-up <==
class | count | area share (%)
timing repair buffer | 1 | 0.594
clock inverter | 1 | 0.297
inverter | 2 | 0.445
clock buffer | 7 | 5.72
tap | 99 | 7.35
sequential | 33 | 39.8
multi-input combinational | 115 | 45.8
==> layer usage <==
metal,up-vias,part of all wire [%],track usage (%)
li1,575,-,-
met1,533,51,6.58
met2,11,44,7.16
met3,4,3.0,1.47
met4,0,2.1,0.870
met5,-,0,0
==> worst max path at each step <==
stage	slack [ps]	depth (start not counted)	endpoint	start
after CTS	4640	1	led	led
after global routing	4610	1	led	led
final	4670	1	led	led
==> cells by family after synthesis <==
group           Yosys count  share of synthesized area [%]
flops                    33                           45.9
xor+xnor                 24                           14.4
fa+ha+maj                 1                          0.856
buf+inv                   5                           1.28
simple gates             76                           31.9
compound gates           14                           5.65
==> synth_stat cells <==
cell	count
and4bb_2	1
nor4_1	5
and4_1	2
edfxtp_1	1
a31oi_1	2
inv_1	2
dfxtp_1	32
o22ai_1	1
and3_1	5
nand4_4	1
nor3_1	3
nor2_1	9
or3_1	2
or4b_2	1
nor2b_1	1
o221ai_1	1
nand3_1	21
nand2_1	5
nor4_4	1
o21ai_0	3
or4_1	2
clkbuf_1	3
o31ai_1	2
nand4_1	10
and2_1	1
and2_2	1
and3_2	4
xnor2_1	22
ha_1	1
a21oi_1	5
nor4b_1	1
xor2_1	2
==> power by group through the flow <==
| stage | combinational (mW) | clock, mW | sequential [mW] |
|---|---|---|---|
| finish | 0.000000207 | 0.150 | 0.183 |
| CTS | 0.000000207 | 0.154 | 0.183 |
| global route | 0.000000207 | 0.164 | 0.183 |
==> registers in the layout, summed over array words and instances (netlist names) <==
register	cells
led	1
count	32
Power and IR drop assume default switching activity.
